`./design.v`:
```
`timescale 1ns/1ns
 module pgu(a,b,p,g);  
input [15:0] a,b;
output [15:0] p,g;
assign p=a^b;
assign g=a&b;
endmodule
module bclu(p,g,cin,ps,gs,c);  
input [3:0] p,g;
input cin;
output ps,gs;
output [2:0] c;
assign ps=p[3]&p[2]&p[1]&p[0];
assign gs=g[3]|p[3]&g[2]|p[3]&p[2]&g[1]|p[3]&p[2]&p[1]&g[0];
assign c[0]=g[0]|p[0]&cin;
assign c[1]=g[1]|p[1]&g[0]|p[1]&p[0]&cin;
assign c[2]=g[2]|p[2]&g[1]|p[2]&p[1]&g[0]|p[2]&p[1]&p[0]&cin;
endmodule
module clu(ps,gs,cin,c);   
input ps,gs,cin;
output c;
assign c=gs|ps&cin;
endmodule
module su(p,cin,c,s);   
input [15:0] p;
input cin;
input [14:0] c;
output [15:0] s;
assign s=p^{c,cin};
endmodule
module delay5_3(i,clk,o);
  input [2:0] i;
  input clk;
  output reg [2:0] o;
  reg [2:0] r_data [0:3];
  always@(posedge clk) begin
    r_data[0] <= i;
    r_data[1] <= r_data[0];
    r_data[2] <= r_data[1];
    r_data[3] <= r_data[2];
    o <= r_data[3];
end
endmodule
module delay4_3(i,clk,o);
  input [2:0] i;
  input clk;
  output reg [2:0] o;
  reg [2:0] r_data [0:2];
  always@(posedge clk) begin
    r_data[0] <= i;
    r_data[1] <= r_data[0];
    r_data[2] <= r_data[1];
    o <= r_data[2];
end
endmodule
module delay3_3(i,clk,o);
  input [2:0] i;
  input clk;
  output reg [2:0] o;
  reg [2:0] r_data [0:1];
  always@(posedge clk) begin
    r_data[0] <= i;
    r_data[1] <= r_data[0];
    o <= r_data[1];
end
endmodule
module delay2_3(i,clk,o);
  input [2:0] i;
  input clk;
  output reg [2:0] o;
  reg [2:0] r_data;
  always@(posedge clk) begin
    r_data <= i;
    o <= r_data;
end
endmodule
module delay1_4(i,clk,o);
  input [3:0] i;
  input clk;
  output reg [3:0] o;
  always@(posedge clk) begin
    o<=i;
end
endmodule
module delay2_4(d,clk,q);
  input [3:0] d;
  input clk;
  output reg [3:0] q;
  reg [3:0] r_data;
  always@(posedge clk) begin
    r_data <= d;
    q <= r_data;
   end
 endmodule
module delay3_4(i,clk,o);
  input [3:0] i;
  input clk;
  output reg [3:0] o;
  reg [3:0] r_data[0:1];
  always@(posedge clk) begin
    r_data[0] <= i;
    r_data[1] <= r_data[0];
    o <= r_data[1];
   end
 endmodule
module delay4_4(i,clk,o);
  input [3:0] i;
  input clk;
  output reg [3:0] o;
  reg [3:0] r_data[0:2];
  always@(posedge clk) begin
    r_data[0] <= i;
    r_data[1] <= r_data[0];
    r_data[2] <= r_data[1];
    o <= r_data[2];
   end
 endmodule
module delay6_16(i,clk,o);
  input [15:0] i;
  input clk;
  output reg [15:0] o;
  reg [15:0] r_data[0:4];
  always@(posedge clk) begin
    r_data[0] <= i;
    r_data[1] <= r_data[0];
    r_data[2] <= r_data[1];
    r_data[3] <= r_data[2];
    r_data[4] <= r_data[3];
    o <= r_data[4];
   end
 endmodule
module delay4_16(i,clk,o);
  input [15:0] i;
  input clk;
  output reg [15:0] o;
  reg [15:0] r_data[0:2];
  always@(posedge clk) begin
    r_data[0] <= i;
    r_data[1] <= r_data[0];
    r_data[2] <= r_data[1];
    o <= r_data[2];
   end
 endmodule
module delay1_16(i,clk,o);
  input [15:0] i;
  input clk;
  output reg [15:0] o;
  always@(posedge clk) begin
    o<=i;
end
endmodule
module delay1(i,clk,o);
  input i, clk;
  output reg o;
  always@(posedge clk) begin
    o<=i;
end
endmodule
module delay2(i,clk,o);
  input i, clk;
  output reg o;
  reg r_data;
  always@(posedge clk) begin
    r_data <= i;
    o <= r_data;
   end
 endmodule
module delay3(i,clk,o);
  input i, clk;
  output reg o;
  reg r_data[0:1];
  always@(posedge clk) begin
    r_data[0] <= i;
    r_data[1] <= r_data[0];
    o <= r_data[1];
   end
 endmodule
module delay4(i,clk,o);
  input i, clk;
  output reg o;
  reg r_data[0:2];
  always@(posedge clk) begin
    r_data[0] <= i;
    r_data[1] <= r_data[0];
    r_data[2] <= r_data[1];
    o <= r_data[2];
   end
 endmodule
module delay7(i,clk,o);
  input i, clk;
  output reg o;
  reg r_data[0:5];
  always@(posedge clk) begin
    r_data[0] <= i;
    r_data[1] <= r_data[0];
    r_data[2] <= r_data[1];
    r_data[3] <= r_data[2];
    r_data[4] <= r_data[3];
    r_data[5] <= r_data[4];
    o <= r_data[5];
   end
 endmodule
module CLA(a,b,cin,clk,s,cout);
input [15:0] a,b;
input cin;
input clk;
output [15:0] s;
output cout;
wire [15:0]p,g;
wire [14:0]c;
wire [3:0]ps,gs;
wire [15:0] A,B,P,G,P6;
wire CIN2,CIN3,CIN7;
wire [3:0]PS,GS;
wire [14:0]C;
wire C3,C7,C11,COUT;
delay1_16 f0(a,clk,A);
delay1_16 f1(b,clk,B);
delay2 f7(cin,clk,CIN2);
delay3 f8(cin,clk,CIN3);
delay7 f9(cin,clk,CIN7);
pgu pgu_pp0(A,B,p,g);
delay1_4 f2(p[3:0],clk,P[3:0]);
delay2_4 f3(p[7:4],clk,P[7:4]);
delay3_4 f4(p[11:8],clk,P[11:8]);
delay4_4 f5(p[15:12],clk,P[15:12]);
delay1_4 g2(g[3:0],clk,G[3:0]);
delay2_4 g3(g[7:4],clk,G[7:4]);
delay3_4 g4(g[11:8],clk,G[11:8]);
delay4_4 g5(g[15:12],clk,G[15:12]);
delay6_16 f6(p,clk,P6);
bclu bclu_pp0(P[3:0],G[3:0],CIN2,ps[0],gs[0],c[2:0]);
bclu bclu_pp1(P[7:4],G[7:4],c[3],ps[1],gs[1],c[6:4]);
bclu bclu_pp2(P[11:8],G[11:8],c[7],ps[2],gs[2],c[10:8]);
bclu bclu_pp3(P[15:12],G[15:12],c[11],ps[3],gs[3],c[14:12]);
delay1_4 d0(ps,clk,PS);
delay1_4 d1(gs,clk,GS);	
delay5_3 dl_c0(c[2:0],clk,C[2:0]);
delay4_3 dl_c1(c[6:4],clk,C[6:4]);
delay3_3 dl_c2(c[10:8],clk,C[10:8]);
delay2_3 dl_c3(c[14:12],clk,C[14:12]);
delay1 c0(c[3],clk,C3);	
delay1 c1(c[7],clk,C7);
delay1 c2(c[11],clk,C11);
clu clu_pp0(PS[0],GS[0],CIN3,c[3]);
clu clu_pp1(PS[1],GS[1],C3,c[7]);
clu clu_pp2(PS[2],GS[2],C7,c[11]);
clu clu_pp3(PS[3],GS[3],C11,COUT);
delay4 PL0(c[3],clk,C[3]);
delay3 PL1(c[7],clk,C[7]);
delay2 PL2(c[11],clk,C[11]);
delay1 c3(COUT,clk,cout);
su su0(P6,CIN7,C,s);
endmodule
module tb_pp_16_CLA();
 reg clk=1'b0;
 reg [15:0]A, B;
 reg Cin; 
 wire [15:0]S;
 wire Cout;
 CLA cla_16_0(A,B,Cin,clk,S,Cout);
 always #5 clk=~clk;
 initial begin
 A=16'b0101_0101_1111_0101; B=16'b0101_0100_0100_1000; Cin=0;
#10
 A=16'b0010_0100_0010_0100; B=16'b0000_0100_0100_1001; Cin=1;
#10
 A=16'b0010_1000_1000_0000; B=16'b1000_0010_0100_0001; Cin=0;
  end
endmodule
```
`./run.sh`:
```
#!/bin/bash
# OpenROAD 26Q1-2900-gdf79404cd8, Yosys 0.63+post, stock flow scripts
make -C /OpenROAD-flow-scripts/flow DESIGN_CONFIG=/design/flow/config.mk WORK_HOME=/design/flow/orfs finish
```
`./config.mk`:
```
export PLATFORM = sky130hd
export DESIGN_NAME = CLA
export DESIGN_NICKNAME = CLA
export VERILOG_FILES = /design/flow/design.v
export SDC_FILE = /design/flow/constraint.sdc
export NUM_CORES = 4
export LEC_CHECK = 1
export CORE_UTILIZATION = 30
```
`./constraint.sdc`:
```
current_design CLA

set clk_period 2.2
set clk_io_pct 0.2

create_clock -name clk0 -period $clk_period [get_ports {clk}]

set non_clock_inputs [all_inputs -no_clocks]
set_input_delay [expr $clk_period * $clk_io_pct] -clock clk0 $non_clock_inputs
set_output_delay [expr $clk_period * $clk_io_pct] -clock clk0 [all_outputs]
```
==> changes_impl.md <==
## Flow update

- Outcome: completed
- Synthesized cell area: approximately 0.0053 mm^2
- Combinational Power Share: under 10%
- Sw frac: 18.1%
- Clock H-tree levels: 1
- RD Place Congestion: 0.728
- Maximum VDD drop: between 0.5 and 0.6 mV
- Top delay family on crit path: buffers and inverters
- Synth warn: 24
- WL per Instance: 8.89 um
- Clock power frac: 41.5%
- Post-route ant nets: 0
- Vias: 2100
- Core area: around 0.017 mm^2
- Setup repair after global routing missed its margin: no
- Max-cap viol count: 0
- Final core utilization: approximately two fifths
- Num CTS Buffers: 21
- Yosys Instances: 310
- Slowest cell on crit path: clkdlybuf4s50_1
- Pwr Total: 8.66 mW
- Post-CTS Resized: 0
- Die width: 135 um
- DR iter-0 viols: between 80 and 90
- Antenna violations before repair: 0
- Worst reg2reg startpoint: PL0.r_data[0]$_DFF_P_
- Reg2reg setup slack: roughly 1200 ps
- Global-route usage over all layers: 6.34%
- Row cnt: 48
- Sinks on Clock Net: 235
- IO buf count: roughly 50
- Global route total overflow: 0
- Comb gate area: roughly 600 um^2
- Post-synthesis to final-layout area growth: 28.0%
- Pwr dens: 1280 mW/mm^2
- Die span in y: about 130 um
- Largest net degree at the start of global routing: 17
- Initial DRT Pass Iterations: 2
- Crit. End Element: output port
- Routed WL: approximately 5500 um
- Pint: 7.09 mW
- Synth unique cells: 9
- Avg Vias per Cell: 3.38
- Most frequent cells in the layout: 235 x dfxtp_1, 50 x clkdlybuf4s50_1, 21 x clkbuf_16
- Pleak: roughly 2.9 nW
- Share of layout cells above drive strength 1: 7.81%
- CTS tree: yes
- Startpoint Class: register
- Psw: approximately 1.6 mW
- Synth Area per Inst: 17.1 um^2
- Initial Util: ~31%
- CTS root buf: clkbuf_16
- # diodes: 0
- Residual DRC: 0
- Longest Clk Path Bufs: 3
- Yosys stat area: 0.00530 mm^2
- IO Pins: between 50 and 60
- DPL Wire Length: 3380 um
- Synth Instances: 310
- Cts-stage hold buffer count: 0
- Max Fclk: approximately 0.53 GHz
- Part of the cycle the worst path needs: 86.4%
- Sequential share of power: 55.1%
- Fillers: 1565
- Setup Skew: approximately 7.0 ps
- WP data required: 1760 ps
- Slew @ Worst Pin: ~180 ps
- Most frequent logic cell in the layout: dfxtp_1
- Worst R2R End: dl_c2.r_data[0][2]$_DFF_P_
- Vias in the first global route: ~2100
- Die area: 0.0182 mm^2
- Slew margin rel.: 88.2%
- Crit path DAT: 1460 ps
- Global-route wire length before repair: 9300 um
- Clock latency (worst-skew pair): 480 ps
- Post CTS Setup Buffer Count: 0
- Tool Warnings: 25
- Max-slew violation count: 0
- Final hold violation count: 0
- CP Max Fanout: 1
- Hold Crit Class: register to register
- Register area share after synthesis: 88.8%
- CP bufs+invs: 1
- Hold Startpoint: dl_c2.r_data[1][2]$_DFF_P_
- Minimum clock period after layout: 1900 ps
- CP peak stage delay: 490 ps
- Hold path depth: 0
- Worst Hold End: dl_c2.o[2]$_DFF_P_
- Clock Pin Slew Worst Setup and Hold Paths: 60 ps
- Final tally of setup violations: 0
- Worst-path cell chain: xor2_1 > clkdlybuf4s50_1
- Setup_tns: 0 ps
- Sequential cell area: 0.00470 mm^2
- R2R cell count: 3
- Crit Path Class: register to output port
- Post-synth regs: roughly 240
[how the worst max path moves through the flow]
stage	slack (ps)	start	depth (start not counted)	endpoint
CTS	240	f6.o[11]$_DFF_P_	2	s[11]
global route	200	f6.o[6]$_DFF_P_	2	s[6]
finish	300	f6.o[1]$_DFF_P_	2	s[1]
[per-stage QoR]
stage	setup WS, ps	instance area (um^2)	hold WS [ps]	instances
after global placement	779	6080	311	585
after detailed placement	768	6080	312	585
final	299	6780	320	622
after floorplan	1260	5300	310	310
after global routing	198	6780	328	622
after CTS	241	6780	324	622
[cells by family after synthesis]
family	Yosys count	share of synthesized area, %
flip-flops	235	88.8
AND-OR/OR-AND	31	3.90
XOR/XNOR	16	2.65
adder cells (fa/ha/maj)	16	3.78
AND/OR/NAND/NOR	12	0.850
[worst register-to-register path, delay by kind of cell (launching register included)]
kind | cells | cell delay [ps]
compound gates | 3 | 600
flops | 1 | 310
[cell usage after synthesis]
library cell  instances  share of area (%)
a21o_1               16                2.3
nor2_1                4               0.28
a31o_1                3               0.50
dfxtp_1             235                 89
xor2_1               16                2.6
ha_1                 16                3.8
o21ai_0               4               0.38
a21oi_1               8               0.76
nand2_1               8               0.57
[state kept, by name, summed over array words and instances, names as in the netlist, 4 cells and up]
name	count
dl_c0.r_data	12
f6.r_data	76
g3.q	4
f9.r_data	6
g4.r_data	8
g5.r_data	12
f6.o	16
g5.o	4
f1.o	16
g4.o	4
d0.o	4
f0.o	16
dl_c1.r_data	9
g3.r_data	4
d1.o	4
dl_c2.r_data	6
g2.o	4
[power by group through the flow]
stage	Combinational [mW]	Sequential, mW	Clock [mW]
after CTS	0.305	4.78	3.69
after global routing	0.338	4.81	3.88
final	0.297	4.77	3.59
[metal layers]
metal  GRT usage, %  part of all wire, %
met5              0                    0
met4           2.37                  3.7
met3           1.69                  5.5
met2           8.62                   38
met1           9.95                   53
[area by class of cell]
| cell class | count | share of cell area [%] |
|---|---|---|
| repair buffers | 50 | 7.38 |
| well taps | 225 | 4.15 |
| clock inverters | 7 | 1.68 |
| multi-input cells | 75 | 8.73 |
| clock buffers | 30 | 8.69 |
| flip-flops and latches | 235 | 69.4 |
Power figures rest on the tool's default switching activity, not on a simulated workload.
