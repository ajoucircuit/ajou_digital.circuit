==> flow/design.v <==
module clk_div_100(clk, reset, clk_100);	 
	input clk, reset;
	output reg clk_100=0;
reg [18:0] clk_cnt=0;
always @ (posedge clk)
	if(!reset) begin
		clk_100 <= 0;
		clk_cnt <= 0;
	end
	else begin 
		if(clk_cnt == 19'b111_1010_0001_0001_1111) begin	 
			clk_100 <= ~ clk_100;
			clk_cnt <= 19'd0;
		end
		else begin
			clk_cnt <= clk_cnt+1;
		end
	end
endmodule
module clk_div_1k(clk, reset, clk_1k);	 
	input clk, reset;
	output reg clk_1k=0;
reg [15:0] clk_cnt=0;
always @ (posedge clk)
	if(!reset) begin
		clk_1k <= 0;
		clk_cnt <= 0;
	end
	else begin
		if(clk_cnt == 16'b1100_0011_0100_1111) begin	 
			clk_1k <= ~ clk_1k;
			clk_cnt <= 15'd0;
		end
		else begin
			clk_cnt <= clk_cnt+1;
		end
	end
endmodule
module Stop_watch(clk, reset, state, digit, bcd, dp);
	input clk, reset;
	input state;	 
	output reg  [7:0] digit;
	output reg [3:0] bcd;
	output reg dp;
	reg [3:0] centi_sec_L, centi_sec_H;
	reg [3:0] sec_L, sec_H;
	reg [3:0] min_L, min_H;
	reg [3:0] hour_L, hour_H;
localparam PAUSE = 1'd0;
localparam RUNNING = 1'd1;
clk_div_100	cd100(clk, reset, clk_100);
clk_div_1k	cd1k(clk, reset, clk_1k);
always @(posedge clk_1k or negedge reset) begin
	if(~reset) begin
		digit = 8'b1000_0000;
	end
	else begin
		digit = digit>>1;
		if(digit == 8'd0) begin
		 digit = 8'b1000_0000;
		end
	end
end
always @(posedge clk_100 or negedge reset) begin
	if(~reset) begin	 
		centi_sec_L = 4'd0;
		centi_sec_H = 4'd0;
		sec_L = 4'd0;
		sec_H = 4'd0;
		min_L = 4'd0;
		min_H = 4'd0;
		hour_L = 4'd0;
		hour_H = 4'd0;
	end
	else begin
	case(state)
	RUNNING : begin	 
			centi_sec_L = centi_sec_L + 4'd1;
			if(centi_sec_L == 4'd10) begin
				centi_sec_L = 4'd0;
				centi_sec_H = centi_sec_H + 4'd1;
				if(centi_sec_H == 4'd10) begin
					centi_sec_H = 4'd0;
					sec_L = sec_L + 4'd1;
				end
			end
			else if(sec_L == 4'd10) begin
				sec_L = 4'd0;
				sec_H = sec_H + 4'd1;
				if(sec_H == 4'd6) begin
					sec_H = 4'd0;
					min_L = min_L + 4'd1;
				end
			end
			else if(min_L == 4'd10) begin
				min_L = 4'd0;
				min_H = min_H + 4'd1;
				if(min_H == 4'd6) begin
					min_H = 4'd0;
					hour_L = hour_L + 4'd1;
				end
			end
			else if(hour_L == 4'd10) begin
				hour_L = 4'd0;
				hour_H = hour_H + 4'd1;
				if(hour_H == 4'd10) begin
					hour_H = 4'd0;
				end
			end
		end
	PAUSE : begin	 
		end
	endcase
	end
end
always @(*) begin
case (digit)
	8'b1000_0000	: begin bcd = hour_H; dp = 1'b0; end  
	8'b0100_0000	: begin bcd = hour_L; dp = 1'b1; end  
	8'b0010_0000	: begin bcd = min_H; dp = 1'b0; end  
	8'b0001_0000	: begin bcd = min_L; dp = 1'b1; end  
	8'b0000_1000	: begin bcd = sec_H; dp = 1'b0; end  
	8'b0000_0100	: begin bcd = sec_L; dp = 1'b1; end  
	8'b0000_0010	: begin bcd = centi_sec_H; dp = 1'b0; end  
	8'b0000_0001	: begin bcd = centi_sec_L; dp = 1'b1; end  
	default		: begin bcd = 4'd0; dp = 1'd0; end
endcase
end
endmodule
module state_switch(d_pause, state);
	input d_pause;
	output reg state = 0;
always @(posedge d_pause) begin
	state = ~state;
end
endmodule
==> flow/run.sh <==
#!/bin/bash
# OpenROAD 26Q1-2900-gdf79404cd8, Yosys 0.63+post, stock flow scripts
make -C /OpenROAD-flow-scripts/flow DESIGN_CONFIG=/design/flow/config.mk WORK_HOME=/design/flow/orfs finish
==> flow/config.mk <==
export PLATFORM = sky130hd
export DESIGN_NAME = Stop_watch
export DESIGN_NICKNAME = Stop_watch
export VERILOG_FILES = /design/flow/design.v
export SDC_FILE = /design/flow/constraint.sdc
export NUM_CORES = 4
export LEC_CHECK = 1
export CORE_UTILIZATION = 50
==> flow/constraint.sdc <==
current_design Stop_watch

set clk_period 3.0
set clk_io_pct 0.2

create_clock -name clk0 -period $clk_period [get_ports {clk}]

set non_clock_inputs [all_inputs -no_clocks]
set_input_delay [expr $clk_period * $clk_io_pct] -clock clk0 $non_clock_inputs
set_output_delay [expr $clk_period * $clk_io_pct] -clock clk0 [all_outputs]
==> flow_summary_export.csv <==
group,metric,value,unit
logic_synthesis,synth_warnings,5,
power_and_ir_drop,powerDensity,199.9,mW/mm2
global_routing,grt_max_degree,47,
min_path,whs_path_depth,1,
logic_synthesis,aoi_share,0.1225,
sta,fmax,604.6,MHz
logic_synthesis,ys_sh_xor,0.08831,
logic_synthesis,yosys_area,0.004066,mm2
die,ios,16,
global_routing,grt_pass1_vias,2951,
cts,post_cts_buffers,0,
route,vias,3111,
outcome,status,"complete, no violations",
logic_synthesis,mux_area_frac,0.02523,
logic_synthesis,top_logic_kind,"simple AND/OR/NAND/NOR gates",
logic_synthesis,simple_gate_area_frac,0.2514,
min_path,min_to,"cd1k.clk_cnt[0]$_SDFF_PP0_",
min_path,hp-start,"cd1k.clk_cnt[0]$_SDFF_PP0_",
setup_path,crit-reg2reg-launch,"cd100.clk_cnt[0]$_SDFF_PP0_",
power_and_ir_drop,swShare,0.2141,
power_and_ir_drop,peakVddDrop,0.4388,mV
route,drtIter0Drc,114,
cts,numCtsBuffers,5,
power_and_ir_drop,power.internal,0.6917,mW
die,initial_utilization,0.5208,
setup_path,critPathArrivalTime,1820,ps
logic_synthesis,edf_count,0,
route,diodes,0,
sta,tns,0,ps
logic_synthesis,synth.distinct_cells,54,
route,first_pass_iters,4,
sta,finClkSkew,3.077,ps
logic_synthesis,synthArstFlopShare,0.5195,
setup_path,critPathMaxStageDelay,460,ps
die,core-area,0.007807,mm2
global_routing,track_usage,0.2125,
flow_run,drv_cap,0,
cts,ctsHoldBuffers,0,
power_and_ir_drop,p_comb_frac,0.050,
setup_path,cp-start-kind,"flip-flop",
power_and_ir_drop,p_total,0.8801,mW
cts,clk_latency,280,ps
power_and_ir_drop,pwr-share-clk,0.378,
die,die_x,92.18,um
sta,hold_viol,0,
cts,cts_tree,"done",
die,dieHeight,92.18,um
logic_synthesis,netlist_instances,445,
setup_path,cp-end-kind,"flip-flop",
finish,mostFrequentLayoutCells,"nor2_1, dfrtp_1, dfxtp_1",
cts,clk_pin_slew,70,ps
logic_synthesis,yosys-stat-cells,445,
finish,final_layout_size_suffix_gt1_frac,0.03275,
power_and_ir_drop,leakagePower,1.841,nW
sta,unconstrained_endpoints,53,
setup_path,reg2reg_depth,6,
cts,cts_root_buf,"clkbuf_8",
min_path,hp-class,"flip-flop to flip-flop",
setup_path,critical_path.max_fanout,5,
placed_design,gp_congestion,0.8394,
route,antenna_left,0,
setup_path,cp.required,3170,ps
logic_synthesis,synth_top_cell_by_area,"dfrtp_1",
global_routing,grt-ovfl-total,0,
finish,layout_top_cell,"nor2_1",
sta,unclocked_pins,40,
flow_run,warning_count,33,
logic_synthesis,ys_sh_adder,0.05538,
cts,cts_max_path_buffers,2,
placed_design,io_buffer_count,15,
die,floorplan.rows,32,
power_and_ir_drop,power.switching,0.1884,mW
finish,area_growth,8.277,%
route,wl_per_cell,14.68,um
die,dieArea,0.008497,mm2
sta,layout_min_cycle_time,1654,ps
logic_synthesis,ys.flop_type,"dfrtp_1",
global_routing,antenna_found_initial,0,
placed_design,place.detailed.hpwl,6111,um
logic_synthesis,synth_flop_count,77,
sta,tightest_slew,655.4,ps
route,drc,0,
logic_synthesis,synth.area.top_cells,"dfrtp_1, dfxtp_1, ha_1",
setup_path,crit_chain,"ha_1 > inv_1 > nor3_1 > and4_1 > xnor2_1 > nor2_1",
setup_path,crit_path_top_delay_cell,"nor3_1",
route,drt-total-wl,8218,um
cts,cts_resized,0,
sta,setup_viol,0,
setup_path,rrSetupSlack,1350,ps
route,vias_per_cell,5.555,
power_and_ir_drop,power_frac_seq,0.572,
logic_synthesis,synth_area,0.004066,mm2
sta,slew_viol_final,0,
sta,relSlewSlack,0.5611,
logic_synthesis,synth_area_per_cell,9.138,um2
sta,rsz0062_at_grt,"false",
logic_synthesis,ys_seq_frac,0.4286,
setup_path,criticalPathCategory,"flip-flop to flip-flop",
setup_path,worstReg2RegEnd,"cd100.clk_cnt[12]$_SDFF_PP0_",
global_routing,grt_pass1_wl,14190,um
sta,finalCritPeriodShare,0.5513,
cts,htreeDepth,2,
logic_synthesis,top_area_frac,0.2400,
[worst max-delay path: cells and delay by family (launching register included)]
kind | cells | cell delay [ps]
simple gates | 3 | 790
fa+ha+maj | 1 | 230
flops | 1 | 370
xor+xnor | 1 | 110
buf+inv | 1 | 60
[Yosys cell counts (all sizes together) (2+ instances only)]
cell,instances
nor3b,4
o21ai,10
nor2,52
xnor2,20
o41ai,3
a21oi,14
a22oi,11
nand4b,2
nand2b,4
o31ai,4
o2111ai,2
nand3b,4
nor4b,3
and3b,3
nand2,34
dfxtp,37
or3,5
o22ai,6
a21o,2
and2,11
ha,18
nor2b,8
nand4,9
xor2,21
clkbuf,12
inv,19
o211ai,4
o2bb2ai,2
nor3,13
mux2,2
and3,11
or4,2
and4,3
mux2i,8
dfrtp,39
nand3,25
a2bb2oi,4
[metal layers]
layer  up-vias  part of all wire  global-route usage
li1       1602                 -                   -
met3         5             0.017             0.01181
met4         0            0.0090             0.01563
met2        30              0.46              0.3539
met5         -                 0                   0
met1      1474              0.51              0.3323
[stage by stage]
step	hold slack, ps	worst slack [ps]	util	cell area, um2	cells
after floorplan	417.6	1270	-	4066	445
after global placement	430.0	1394	0.5529	4317	553
after detailed placement	441.7	1361	0.5529	4317	553
after CTS	456.1	1344	0.5639	4403	560
after global routing	472.9	1149	0.5639	4403	560
final	453.8	1346	0.5639	4403	560
[logic make-up after synthesis]
group / Yosys count
AND/OR/NAND/NOR: 196
flip-flops: 77
AND-OR/OR-AND: 72
XOR/XNOR: 41
buffers and inverters: 31
adder cells (fa/ha/maj): 18
multiplexers: 10
[registers in the layout, summed over array words and instances (netlist names)]
| name | cells |
|---|---|
| cd100.clk_cnt | 19 |
| cd1k.clk_cnt | 16 |
| digit | 8 |
| centi_sec_H | 4 |
| centi_sec_L | 4 |
| hour_H | 4 |
| hour_L | 4 |
| min_H | 4 |
| min_L | 4 |
| sec_H | 4 |
| sec_L | 4 |
| cd100.clk_100 | 1 |
| cd1k.clk_1k | 1 |
[worst max path at each step]
stage,slack [ps],from,to,depth (start not counted)
CTS,1340,cd1k.clk_cnt[0]$_SDFF_PP0_,cd1k.clk_cnt[14]$_SDFF_PP0_,6
global route,1150,cd100.clk_cnt[0]$_SDFF_PP0_,cd100.clk_cnt[12]$_SDFF_PP0_,6
finish,1350,cd100.clk_cnt[0]$_SDFF_PP0_,cd100.clk_cnt[12]$_SDFF_PP0_,6
[layout make-up]
| type | instances | area, um2 |
|---|---|---|
| multi-input combinational | 337 | 2207 |
| inverter | 19 | 71.32 |
| clock buffer | 7 | 86.33 |
| tap | 102 | 127.6 |
| sequential | 77 | 1743 |
| fill | 717 | 3405 |
| timing repair buffer | 18 | 167.7 |
[power groups by stage]
stage | clock network (mW) | registers, mW | logic, mW
after CTS | 0.350 | 0.503 | 0.0453
after global routing | 0.375 | 0.504 | 0.0509
final | 0.332 | 0.504 | 0.0440
Power and IR drop assume default switching activity.
