<file path="flow/design.v">
module char_cld (clk,reset,lcd_e,lcd_rs,lcd_rw,lcd_db);
  input clk, reset;
  output lcd_e, lcd_rs, lcd_rw;
  output [7:0]lcd_db;
  wire clk_50;
  wire [8:0] lcd_cnt;
  reg [8:0] char00,char01,char02,char03,char04,char05,char06,char07,char08,char09,char0A,char0B,char0C,char0D,char0E,char0F;
  reg [8:0] char10,char11,char12,char13,char14,char15,char16,char17,char18,char19,char1A,char1B,char1C,char1D,char1E,char1F;
  clk_div_50 clk_div00 (clk, reset, clk_50);
  char_lcd_cnt cnt00 (clk_50, reset, lcd_cnt);
  char_lcd_cont cont00 (lcd_cnt,char00,char01,char02,char03,char04,char05,char06,char07,char08,char09,char0A,char0B,char0C,char0D,char0E,char0F,
    char10,char11,char12,char13,char14,char15,char16,char17,char18,char19,char1A,char1B,char1C,char1D,char1E,char1F,lcd_db,lcd_rs,lcd_rw,lcd_e);
  initial begin 
    char00 = 8'h4D;
    char01 = 8'h79;
    char02 = 8'h20;
    char03 = 8'h6E;
    char04 = 8'h61;
    char05 = 8'h6D;
    char06 = 8'h65;
    char07 = 8'h20;
    char08 = 8'h69;
    char09 = 8'h73;
    char0A = 8'h20;
    char0B = 8'h20;
    char0C = 8'h20;
    char0D = 8'h20;
    char0E = 8'h20;
    char0F = 8'h20;
    char10 = 8'h48;
    char11 = 8'h69;
    char12 = 8'h6D;
    char13 = 8'h20;
    char14 = 8'h44;
    char15 = 8'h6F;
    char16 = 8'h6E;
    char17 = 8'h67;
    char18 = 8'h20;
    char19 = 8'h4A;
    char1A = 8'h6F;
    char1B = 8'h6F;
    char1C = 8'h20;
    char1D = 8'h20;
    char1E = 8'h20;
    char1F = 8'h20;
  end
endmodule
module char_lcd_cnt(clk_50, reset, lcd_cnt);
  input clk_50;
  input reset;
  output reg [8:0] lcd_cnt;
  always@(posedge clk_50) begin
    if (!reset)
      lcd_cnt <= 9'd0;
    else begin
      if (lcd_cnt==9'b001001101)
        lcd_cnt <= 9'b000001010;
      else
        lcd_cnt <= lcd_cnt+1;
    end
  end
endmodule
module char_lcd_cont(lcd_cnt,char00,char01,char02,char03,char04,char05,char06,char07,char08,char09,char0A,char0B,char0C,char0D,char0E,char0F,
char10,char11,char12,char13,char14,char15,char16,char17,char18,char19,char1A,char1B,char1C,char1D,char1E,char1F,lcd_db,lcd_rs,lcd_rw,lcd_e);
  input [8:0] lcd_cnt;
  input [8:0] char00,char01,char02,char03,char04,char05,char06,char07,char08,char09,char0A,char0B,char0C,char0D,char0E,char0F;
  input [8:0] char10,char11,char12,char13,char14,char15,char16,char17,char18,char19,char1A,char1B,char1C,char1D,char1E,char1F;
  output reg [7:0] lcd_db;
  output lcd_rs, lcd_rw, lcd_e;
  wire [7:0] lcd_state;
  assign lcd_state = lcd_cnt[8:1];
  assign lcd_e = lcd_cnt[0];
  assign lcd_rw = 1'b0;
  assign lcd_rs = !((lcd_state>=8'h00 && lcd_state<=8'h05)||(lcd_state==8'h16));
  always @ (*) begin
    case (lcd_state)
      8'h00 : lcd_db = 8'b0011_1000;  
      8'h01 : lcd_db = 8'b0000_1000;  
      8'h02 : lcd_db = 8'b0000_0001;  
      8'h03 : lcd_db = 8'b0000_0110;  
      8'h04 : lcd_db = 8'b0000_1100;  
      8'h05 : lcd_db = 8'b0000_0011;  
      8'h06 : lcd_db = char00;
      8'h07 : lcd_db = char01;
      8'h08 : lcd_db = char02;
      8'h09 : lcd_db = char03;
      8'h0A : lcd_db = char04;
      8'h0B : lcd_db = char05;
      8'h0C : lcd_db = char06;
      8'h0D : lcd_db = char07;
      8'h0E : lcd_db = char08;
      8'h0F : lcd_db = char09;
      8'h10 : lcd_db = char0A;
      8'h11 : lcd_db = char0B;
      8'h12 : lcd_db = char0C;
      8'h13 : lcd_db = char0D;
      8'h14 : lcd_db = char0E;
      8'h15 : lcd_db = char0F;
      8'h16 : lcd_db = 8'hC0;  
      8'h17 : lcd_db = char10;
      8'h18 : lcd_db = char11;
      8'h19 : lcd_db = char12;
      8'h1A : lcd_db = char13;
      8'h1B : lcd_db = char14;
      8'h1C : lcd_db = char15;
      8'h1D : lcd_db = char16;
      8'h1E : lcd_db = char17;
      8'h1F : lcd_db = char18;
      8'h20 : lcd_db = char19;
      8'h21 : lcd_db = char1A;
      8'h22 : lcd_db = char1B;
      8'h23 : lcd_db = char1C;
      8'h24 : lcd_db = char1D;
      8'h25 : lcd_db = char1E;
      8'h26 : lcd_db = char1F;
      default : lcd_db = 8'h00;
    endcase
  end
endmodule
module clk_div_50 (clk, reset, clk_50);
  input clk, reset;
  output reg clk_50=0;
  reg [23:0] clk_cnt=0;
  always @ (posedge clk)
    if (!reset) begin
      clk_50 <= 0;
      clk_cnt <= 0;
    end
    else begin
      if (clk_cnt==24'd999999) begin
        clk_50 <= ~clk_50;
        clk_cnt <= 24'd0;
      end
      else begin
        clk_cnt <= clk_cnt+1;
      end
    end
endmodule
</file>
<file path="flow/run.sh">
#!/bin/bash
# OpenROAD 26Q1-2900-gdf79404cd8, Yosys 0.63+post, stock flow scripts
make -C /OpenROAD-flow-scripts/flow DESIGN_CONFIG=/design/flow/config.mk WORK_HOME=/design/flow/orfs finish
</file>
<file path="flow/config.mk">
export PLATFORM = sky130hd
export DESIGN_NAME = char_cld
export DESIGN_NICKNAME = char_cld
export VERILOG_FILES = /design/flow/design.v
export SDC_FILE = /design/flow/constraint.sdc
export NUM_CORES = 4
export LEC_CHECK = 1
export CORE_AREA = 10 10 110 110
export DIE_AREA = 0 0 120 120
</file>
<file path="flow/constraint.sdc">
current_design char_cld

set clk_period 5.0
set clk_io_pct 0.2

create_clock -name clk0 -period $clk_period [get_ports {clk}]

set non_clock_inputs [all_inputs -no_clocks]
set_input_delay [expr $clk_period * $clk_io_pct] -clock clk0 $non_clock_inputs
set_output_delay [expr $clk_period * $clk_io_pct] -clock clk0 [all_outputs]
</file>
==> impl_metrics.csv <==
group,metric,value,unit
final_timing,setup_viol,0,
routing,route.vias.total,1850,
synthesis,netlist_area,2110,µm²
synthesis,yosys_area,2110,µm²
synthesis,area_leaders,"dfxtp_1 (32%), nor2_1 (5.2%), xor2_1 (5.0%), a21oi_1 (4.7%), xnor2_1 (4.1%)",
synthesis,synth-seq-cells,34,
job,warning_count,26,
placed_design,io_buffers,11,
critical_path,reg2reg_from,"clk_div00.clk_cnt[0]",
finish,fin_cells,395,
synthesis,common_cells,"dfxtp_1 (34), nor2_1 (29), a21oi_1 (20), nand3_1 (15)",
final_timing,finalCritPeriodShare,0.357,
synthesis,async_reset_ff_frac,0,
routing,drtIter0Drc,191,
power_and_ir_drop,seq_power_share,0.612,
routing,ant_nets,0,
placed_design,dpl_cell_area,2290,µm²
final_timing,period_needed,1.78,ns
finish,area_growth,10.8,%
clock_network,h-tree-depth,1,
die,die_y,120,µm
power_and_ir_drop,p_comb_frac,0.030,
final_timing,hold_slack,0.481,ns
die,rows,36,
finish,fin_area,2340,µm²
critical_path,worstPathRequired,5.21,ns
worst_hold_path,min_path_type,"reg2reg",
synthesis,yosysWarnings,4,
final_timing,timing.slew.headroom,0.484,
final_timing,grt_setup_unrepaired,"no",
synthesis,synth_cell_types,51,
clock_network,root_buffer,"clkbuf_8",
final_timing,worst_slew_pin_slew,0.773,ns
power_and_ir_drop,p_clk_frac,0.357,
clock_network,cts_tree,"built",
finish,fill_cells,1086,
routing,wirelength,4.31,mm
die,core_region_area,9770,µm²
clock_network,ctsResizeCount,0,
global_route,grt_antenna_before_repair,0,
critical_path,crit_type,"reg2reg",
die,io_pins,13,
clock_network,cts_buffer_depth,2,
global_route,grt_usage,0.0592,
final_timing,untimed_endpoints,19,
placed_design,place_congestion,0.919,
global_route,grt_pass1_vias,1652,
job,maxCapViolCount,0,
finish,drive_gt1_frac,0.0496,
power_and_ir_drop,p_sw,0.0000715,W
routing,firstDrtPassIters,5,
final_timing,fin_skew,0.00490,ns
global_route,overflow,0,
synthesis,avgSynthCellArea,7.91,µm²
clock_network,cts_hold_buf,0,
global_route,grt_first_pass_wirelength,7.65,mm
worst_hold_path,hp-start,"clk_div00.clk_cnt[19]",
placed_design,hpwl,3.04,mm
global_route,grt_max_degree,25,
critical_path,startpoint,"clk_div00.clk_cnt[0]",
critical_path,path_max_fanout,10,
final_timing,final.setup.tns,0,ns
final_timing,maxSlewViolCount,0,
clock_network,post-cts-setup-buffer-count,0,
synthesis,synthFlopType,"dfxtp_1",
clock_network,path_clk_slew,0.09,ns
die,die_w,120,µm
final_timing,unclocked_pins,9,
die,chip_area,14400,µm²
critical_path,end_kind,"register",
outcome,status,"finished, final reports clean",
synthesis,synth_top_area_share,0.322,
routing,wire_per_inst,10.9,µm
routing,drcViolationCount,0,
power_and_ir_drop,power_density,142,nW/µm²
die,fp_util,0.216,
critical_path,worstPathArrival,1.99,ns
synthesis,yosys-stat-cells,267,
power_and_ir_drop,p_leak,0.729,nW
synthesis,largest_area_cell,"dfxtp_1",
placed_design,dp.cells,391,
synthesis,ys_seq_frac,0.322,
power_and_ir_drop,peakVddDrop,0.0825,mV
critical_path,cp-start-kind,"register",
synthesis,postSynthCellCount,267,
clock_network,clk_latency,0.27,ns
routing,insertedDiodeCount,0,
final_timing,hold_viol,0,
clock_network,cts_buffers,3,
final_timing,clock.fmax,0.561,GHz
power_and_ir_drop,p_sw_frac,0.215,
power_and_ir_drop,p_int,0.000260,W
synthesis,top_cell,"dfxtp_1",
routing,viasPerCell,4.68,
power_and_ir_drop,power,0.000332,W
synthesis,synth-edff-count,0,
## cell usage in the layout (no fill, tap or decap), types with 2 or more instances in the layout
cell type	Yosys	layout
inv_1	7	7
nor2b_1	4	4
nand3_2	2	2
nand4_1	11	11
mux2i_1	2	2
xor2_1	12	12
nor3_1	5	5
o221ai_1	2	2
a21oi_1	20	20
o211ai_1	4	4
nand2_1	12	12
nor3b_1	3	3
or4_1	8	8
o31ai_1	8	8
or3_1	4	4
o22ai_1	2	2
nand3_1	15	15
ha_1	3	3
clkdlybuf4s50_1	0	11
and3_1	6	6
nand2b_1	7	7
clkbuf_8	0	3
o21ai_0	6	6
and2_1	3	3
and4_1	3	3
nor2_1	29	29
xnor2_1	10	10
nor4_1	5	5
dfxtp_1	34	34
## routing by layer
metal | vias to the layer above | part of all wire | track usage
met4 | 0 | 0.0079 | 0.00603
met3 | 7 | 0.057 | 0.0143
met1 | 853 | 0.50 | 0.0861
met2 | 34 | 0.43 | 0.0904
li1 | 956 | - | -
met5 | - | 0 | 0
## sequential cells by signal, indices dropped and copies added, names as in the netlist
signal,count
clk_div00.clk_cnt,24
cnt00.lcd_cnt,9
clk_div00.clk_50,1
## cell families (layout without fill, tap and decap cells)
kind of cell,Yosys count,after routing,synth area share
and+or+nand+nor,125,125,0.336
AOI/OAI and AO/OA,52,52,0.160
DFF,34,34,0.322
buffers and inverters,28,23,0.0610
xor gates and xnor gates,22,22,0.0912
adders and majority gates,3,3,0.0178
muxes,2,2,0.00948
other,1,1,0.00178
## power groups by stage
stage | Clock (W) | Sequential (W) | Combinational, W
after CTS | 0.000123 | 0.000203 | 0.0000103
after global routing | 0.000132 | 0.000204 | 0.0000118
final | 0.000119 | 0.000203 | 0.0000101
## critical path, stage by stage, from the launching register on
cell and delay, ns:
dfxtp_1 0.40, ha_1 0.22, and2_1 0.29, nand3_2 0.23
or4_1 0.44, a21oi_1 0.14
## cell type report
type / count / area [µm²] / area share
repair buffers: 12 / 118 / 0.0503
multi-input cells: 205 / 1300 / 0.557
well taps: 133 / 166 / 0.0711
clock inverters: 1 / 5.00 / 0.00214
inverters: 7 / 26.3 / 0.0112
clock buffers: 3 / 41.3 / 0.0176
flip-flops and latches: 34 / 681 / 0.291
## worst paths after layout
kind | cells after the start | end | slack, ns
max | 5 | clk_div00.clk_cnt[22] | 3.22
min | 2 | clk_div00.clk_cnt[19] | 0.48
max reg2reg | 5 | clk_div00.clk_cnt[22] | 3.22
min reg2reg | 2 | clk_div00.clk_cnt[19] | 0.48
## through the flow
| step | setup WS [ns] | utilization |
|---|---|---|
| 6_report | 3.22 | 0.239 |
| 5_1_grt | 3.07 | 0.239 |
| 4_1_cts | 3.22 | 0.239 |
| 3_5_place_dp | 2.97 | 0.235 |
| 3_3_place_gp | 3.00 | 0.235 |
| 2_1_floorplan | 3.46 | - |
No activity file was given, so power comes from the tool's default toggle rates.
